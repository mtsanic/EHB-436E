File: ./config.mk
export PLATFORM = sky130hd
export DESIGN_NAME = DECODER
export DESIGN_NICKNAME = DECODER
export VERILOG_FILES = /design/flow/design.v
export SDC_FILE = /design/flow/constraint.sdc
export NUM_CORES = 4
export LEC_CHECK = 1
export CORE_AREA = 10 10 70 70
export DIE_AREA = 0 0 80 80
File: ./constraint.sdc
current_design DECODER

set clk_period 1.0
set clk_io_pct 0.2

create_clock -name clk0 -period $clk_period

set non_clock_inputs [all_inputs -no_clocks]
set_input_delay [expr $clk_period * $clk_io_pct] -clock clk0 $non_clock_inputs
set_output_delay [expr $clk_period * $clk_io_pct] -clock clk0 [all_outputs]
File: ./design.v
`timescale 1ns / 1ps
module DECODER(input [3:0]IN, output reg [15:0]OUT);
always @(*)
begin
case(IN)
4'b0000 : OUT=16'b0000000000000001;
4'b0001 : OUT=16'b0000000000000010;
4'b0010 : OUT=16'b0000000000000100;
4'b0011 : OUT=16'b0000000000001000;
4'b0100 : OUT=16'b0000000000010000;
4'b0101 : OUT=16'b0000000000100000;
4'b0110 : OUT=16'b0000000001000000;
4'b0111 : OUT=16'b0000000010000000;
4'b1000 : OUT=16'b0000000100000000;
4'b1001 : OUT=16'b0000001000000000;
4'b1010 : OUT=16'b0000010000000000;
4'b1011 : OUT=16'b0000100000000000;
4'b1100 : OUT=16'b0001000000000000;
4'b1101 : OUT=16'b0010000000000000;
4'b1110 : OUT=16'b0100000000000000;
4'b1111 : OUT=16'b1000000000000000;
endcase
end
endmodule
module ENCODER(IN, E,OUT);
input [3:0]IN;
output [1:0]OUT;
output E;
reg[1:0]OUT;
reg E;
always @(IN)
begin
case(IN)
	4'b1XXX: OUT= 2'b11;
	4'b01XX: OUT= 2'b10;
	4'b001X: OUT= 2'b01;
	4'b0001: OUT= 2'b00;
	default: OUT=2'bx;
endcase
end
endmodule
module MUX(D,S,O);
input [3:0]D;
input [1:0]S;
output O;
wire w0,w1,w2,w3;
assign w0 = (~S[0])&(~S[1])&D[0];
assign w1 = S[0]&(~S[1])&D[1];
assign w2 = (~S[0])&S[1]&D[2];
assign w3 = S[0]&S[1]&D[3];
assign O = w0|w1|w2|w3;
endmodule
module DEMUX(D,S,O);
input D;
input [1:0]S;
output [3:0]O;
wire n0,n1,o0,o1,o2,o3,z0,z1,z2,z3;
NOT not1(S[0],n0);
NOT not2(S[1],n1);
AND and1(n0,n1,z0);
AND and2(S[0],n1,z1);
AND and3(n0,S[1],z2);
AND and4(S[0],S[1],z3);
TRI trI1(D,z0,O[0]);
TRI trI2(D,z1,O[1]);
TRI trI3(D,z2,O[2]);
TRI trI4(D,z3,O[3]);
endmodule
File: ./run.sh
#!/bin/bash
# OpenROAD 26Q1-2900-gdf79404cd8, Yosys 0.63+post, stock flow scripts
make -C /OpenROAD-flow-scripts/flow DESIGN_CONFIG=/design/flow/config.mk WORK_HOME=/design/flow/orfs finish
==> reports/summary.txt <==
Port-buffer cells: 20
Routability congestion estimate: 0.6916
Reported leakage power: 0.3388 nW
Number of unique standard cell types used by synthesis: 6
Fraction of layout instances using a drive strength above 1: 0.9107
Crit path setup slack, layout: -0.1493 ns
Overflow left after global routing: 0
Slowest cell on the critical path: sky130_fd_sc_hd__nor4b_4
Registers: 0
Area taken by flip-flops and latches: 0 um2
Most instantiated cells after synthesis: sky130_fd_sc_hd__and4bb_2 (6), sky130_fd_sc_hd__and4b_1 (4), sky130_fd_sc_hd__buf_4 (4), sky130_fd_sc_hd__nor4b_2 (4)
Cell area after synthesis: 226.5 um2
Post-synthesis sequential area ratio: 0
Most used standard cell by instance count after synthesis: sky130_fd_sc_hd__and4bb_2
Layout clock buffer count: 0
Core utilization at floorplan: 0.06630
Endpoint type of the worst setup path: output pin
Type of origin of the critical path: input port
Violated checks: negative setup slack
Total tool warning count: 34
Synth warn: 1
Highest clock rate: 0.8701 GHz
CP delay by family, top: buffers and inverters
RSZ-0062 raised after global routing: yes
Largest vdd supply drop: 0.1312 mV
Area of the multi-input gates: 240.2 um2
Actual transition at the worst max-transition pin: 0.1954 ns
Initial DRC Count: 5
Total wire length: 1422 um
Final worst path period need: 1.149 ns
Hold path startpoint: IN[3]
Avg WL per Cell: 13.94 um
Most area-hungry cell type in the Yosys netlist: sky130_fd_sc_hd__and4bb_2
Worst Hold Depth: 4
Cell chain of the critical path: buf_12, buf_16, buf_6, nor4b_4, buf_2
Horizontal die dimension: 80 um
Maximum number of pins on one net before global-route repair: 8
Yosys cell count: 20
Fillers: 365
Total power density per cell area: 346.4 nW/um2
Post-detail-place hpwl: 659.2 um
Vias in the first global route: 359
Headroom to the max-slew limit: 0.8692
Initial antenna violation count: 0
Mapped Avg Cell Area: 11.32 um2
Post-DR vias/cell: 3.549
Critical path data required time: 0.80 ns
End-of-flow core utilization: 0.2070
Placement Setup Slack: -0.8135 ns
Final Max Tran Viols: 0
Chip area in the Yosys report: 226.5 um2
Pre-antenna DRT Iters: 3
Tcrit/Tclk final: 1.149
Area share, top type: 0.3315
Diode count: 0
CORE AREA: 3416 um2
Critical Path Source: IN[3]
Run status: finished, violations left
Number of endpoints failing setup at the final stage: 13
Area growth from synthesis to layout: 212.2%
CP Buf/Inv Count: 4
Synth Instances: 20
Die Area: 6400 um2
Die H: 80 um
Biggest area contributors in the synthesized netlist: sky130_fd_sc_hd__and4bb_2 (33%), sky130_fd_sc_hd__nor4b_2 (27%), sky130_fd_sc_hd__and4b_1 (18%), sky130_fd_sc_hd__buf_4 (13%), sky130_fd_sc_hd__nor4_2 (5.5%)
Terminating pin of the worst hold path: OUT[1]
GRT Resource Usage Total: 0.03994
Quantity of hold-fixing buffers added after cts: 0
Crit-path max FO: 7
Largest stage delay on the critical path: 0.26 ns
Standard-cell rows: 21
Critical path data arrival time: 0.95 ns
Top Ports: 20
Global-route wire length before repair: 2049 um
DRC violation count after routing: 0
Remaining antenna violation count: 0
Number of vias in the routed layout: 362
Reported max-cap violation count: 0
Crit path kind: input port to output pin
Final tally of hold violations: 0
HP Class: input port to output pin
worst max-delay path by stage:
stage	endpoint	slack (ns)	depth (start not counted)
4_1_cts	OUT[8]	-0.13	5
5_1_grt	OUT[2]	-0.18	5
6_report	OUT[2]	-0.15	5
per-stage QoR:
step | hold slack (ns) | instance area, um2 | TNS (ns) | std cells | power (mW)
floorplan | 0.5415 | 226.5 | 0 | 20 | 0.05087
global placement | 1.500 | 509.2 | -12.02 | 86 | 0.1278
detailed placement | 1.501 | 509.2 | -12.07 | 86 | 0.1293
CTS | 0.7498 | 649.4 | -0.9876 | 101 | 0.2130
global route | 0.7714 | 706.9 | -1.469 | 102 | 0.2601
finish | 0.7549 | 706.9 | -1.053 | 102 | 0.2449
cell type report:
| cell class | instances | share of cell area |
|---|---|---|
| timing repair buffer | 40 | 0.5788 |
| tap | 46 | 0.08142 |
| multi-input combinational | 16 | 0.3398 |
cell usage in the layout (no fill, tap or decap):
cell type	Yosys	layout
sky130_fd_sc_hd__and4_1	1	1
sky130_fd_sc_hd__and4b_1	4	4
sky130_fd_sc_hd__and4bb_2	6	6
sky130_fd_sc_hd__buf_12	0	3
sky130_fd_sc_hd__buf_16	0	2
sky130_fd_sc_hd__buf_2	0	16
sky130_fd_sc_hd__buf_4	4	3
sky130_fd_sc_hd__buf_6	0	13
sky130_fd_sc_hd__buf_8	0	3
sky130_fd_sc_hd__nor4_4	0	1
sky130_fd_sc_hd__nor4b_4	0	4
power breakdown:
part	total [mW]	internal, mW	switching (mW)
Sequential	0	0	0
Clock	0	0	0
Combinational	0.245	0.158	0.0870
Total	0.245	0.158	0.0870
kinds of logic after synthesis:
group	Yosys count	synth area share
buffers and inverters	4	0.1326
AND/OR/NAND/NOR	16	0.8674
metal layers:
layer  vias up  wire, um  global-route usage
met4         0         0                   0
met2        20       487             0.04655
met3         0       125             0.01136
met1       179       810             0.06922
met5         -         0                   0
li1        163         -                   -
timing repair:
action                                  in CTS  in global routing
cloned                                       4                  0
pin swaps                                   13                  8
setup buffers                               11                  1
gates resized                               88                  9
endpoints found under the setup margin      16                 13
Power and IR drop assume default switching activity.
