**flow/run.sh**
```bash
#!/bin/bash
# OpenROAD 26Q1-2900-gdf79404cd8, Yosys 0.63+post, stock flow scripts
make -C /OpenROAD-flow-scripts/flow DESIGN_CONFIG=/design/flow/config.mk WORK_HOME=/design/flow/orfs finish
```
**flow/config.mk**
```make
export PLATFORM = sky130hd
export DESIGN_NAME = adderTree
export DESIGN_NICKNAME = adderTree
export VERILOG_FILES = /design/flow/design.v
export SDC_FILE = /design/flow/constraint.sdc
export NUM_CORES = 4
export LEC_CHECK = 1
export CORE_UTILIZATION = 50
```
**flow/constraint.sdc**
```tcl
current_design adderTree

set clk_period 8.0
set clk_io_pct 0.2

create_clock -name clk0 -period $clk_period [get_ports {clk}]

set non_clock_inputs [all_inputs -no_clocks]
set_input_delay [expr $clk_period * $clk_io_pct] -clock clk0 $non_clock_inputs
set_output_delay [expr $clk_period * $clk_io_pct] -clock clk0 [all_outputs]
```
**flow/design.v**
```verilog
`timescale 1ns / 1ps
module imageProcess( clk,reset,w1,w2,w3,w4,w5,w6,w7,w8,w9 );
input clk,reset;
output [7:0] w1,w2,w3,w4,w5,w6,w7,w8,w9;
reg [7:0] r2,r3,r5,r6,r8,r9;
reg [14:0] addra = 0;
wire [7:0] douta;
BRam BR1 (
  .clka(clk),  
  .wea(1'b0),  
  .addra(addra),  
  .douta(douta)  
);
reg [1039:0] LBuffer1 ;
reg [1039:0] LBuffer2 ;
assign w1 = douta;
assign w4 = LBuffer1[7:0] ;
assign w7 = LBuffer2[7:0] ;
assign w3 = r3;
assign w6 = r6;
assign w9 = r9;
assign w2 = r2;
assign w5 = r5;
assign w8 = r8;
always @(posedge clk)
begin
if(reset) begin
r3<=0;
r6<=0;
r9<=0;
r2<=0;
r5<=0;
r8<=0;
addra <= 0;
end
else begin
r3 <= r2;
r2 <= w1;
r6 <= r5;
r5 <= w4;
r9 <= r8;
r8 <= w7;
if (addra < 16900)
begin
addra <= addra + 1;
LBuffer1 <= {w1,LBuffer1[1039:8]} ;
LBuffer2 <= {w4,LBuffer2[1039:8]} ;
end 
end
end
endmodule
module adderTree (Wn1,Wn2,Wn3,Wn4,Wn5,Wn6,Wn7,Wn8,Wn9,clk  ,result);
input [7:0] Wn1,Wn2,Wn3,Wn4,Wn5,Wn6,Wn7,Wn8,Wn9;
input clk;
output reg [15:0]result;
wire [15:0] a1,a2,a3,a4,a5,a6,a7,a8,a9;
assign a1 = 0;
assign a2 = ~Wn2 + 1'b1;
assign a3 = 0;
assign a4 = ~Wn4 + 1'b1;
assign a5 = Wn5 * 4;
assign a6 = ~Wn6 + 1'b1;
assign a7 = 0;
assign a8 = ~Wn8 + 1'b1;
assign a9 = 0;
reg [15:0] stage1_1, stage1_2, stage1_3, stage1_4;
reg [15:0] stage2_1, stage2_2;
reg [15:0] stage3;
always @ (posedge clk)
begin
stage1_1 <= a1 + a2;
stage1_2 <= a3 + a4;
stage1_3 <= a5 + a6;
stage1_4 <= a7 + a8;
stage2_1 <= stage1_1 + stage1_2;
stage2_2 <= stage1_3 + stage1_4;
stage3   <= stage2_1 + stage2_2;
result <= stage3 + a9;
end
endmodule
```
==> flow_summary.html <==
<h2>Synthesis and place &amp; route</h2>
<table>
<tr><th>Metric</th><th>Value</th></tr>
<tr><th colspan="2">Pwr</th></tr>
<tr><td>Total power consumption of the routed design</td><td>2.177 mW</td></tr>
<tr><td>Static leakage</td><td>2.918 nW</td></tr>
<tr><td>Worst ir drop on vdd</td><td>0.2200 mV</td></tr>
<tr><td>PwrDens</td><td>319.5 nW/um2</td></tr>
<tr><th colspan="2">Logic synthesis</th></tr>
<tr><td>Number of register bits inferred by synthesis</td><td>125</td></tr>
<tr><td>Count of unique library cells instantiated by Yosys</td><td>50</td></tr>
<tr><td>Mapped Cells</td><td>554</td></tr>
<tr><td>Area figure in the yosys stat output</td><td>5507 um2</td></tr>
<tr><td>Portion of the post-synthesis area used by sequential elements</td><td>0.4544</td></tr>
<tr><td>Synth Flop Type</td><td>dfxtp_1</td></tr>
<tr><td>FFs w/ async S/R, synth</td><td>0</td></tr>
<tr><td>Number of cell instances after yosys synthesis</td><td>554</td></tr>
<tr><td>Post-synth EDFFs</td><td>0</td></tr>
<tr><td>Mean area per synthesized cell</td><td>9.940 um2</td></tr>
<tr><td>Post-Syn Area</td><td>5507 um2</td></tr>
<tr><td>Number of synthesis warnings</td><td>1</td></tr>
<tr><th colspan="2">Floorplan</th></tr>
<tr><td>Number of cell rows</td><td>37</td></tr>
<tr><td>Die H</td><td>106.9 um</td></tr>
<tr><td>Effective utilization at floorplan</td><td>0.5240</td></tr>
<tr><td>Area of the die</td><td>11,440 um2</td></tr>
<tr><td>Core area</td><td>10,510 um2</td></tr>
<tr><td>Overall die width</td><td>106.9 um</td></tr>
<tr><td>IO Pins</td><td>89</td></tr>
<tr><th colspan="2">Global route</th></tr>
<tr><td>Grt ovf</td><td>0</td></tr>
<tr><td>Maximum number of pins on one net before global-route repair</td><td>17</td></tr>
<tr><td>GRT Util Overall</td><td>0.1904</td></tr>
<tr><td>Number of global-route vias before repair</td><td>3,717</td></tr>
<tr><td>Wire length of the first global-routing pass</td><td>16,750 um</td></tr>
<tr><td>Number of antenna violations at the first check in global routing</td><td>0</td></tr>
<tr><th colspan="2">Job</th></tr>
<tr><td>OpenROAD warning count</td><td>58</td></tr>
<tr><td>Tally of max-capacitance violations</td><td>0</td></tr>
<tr><th colspan="2">Setup path</th></tr>
<tr><td>Arrival time at the worst endpoint</td><td>3590 ps</td></tr>
<tr><td>CP Class</td><td>input port to flop</td></tr>
<tr><td>Req. time, crit path</td><td>8400 ps</td></tr>
<tr><td>Startpoint kind of the worst setup timing path</td><td>input port</td></tr>
<tr><td>Endpoint type of the worst setup path</td><td>flop</td></tr>
<tr><td>Maximum fanout along the worst path</td><td>4</td></tr>
<tr><th colspan="2">CTS</th></tr>
<tr><td>Clock tree from TritonCTS</td><td>built</td></tr>
<tr><td>Clock network latency to the later pin of the worst-skew pair</td><td>510 ps</td></tr>
<tr><td>Clock net sink count</td><td>125</td></tr>
<tr><td>Clk buf depth</td><td>2</td></tr>
<tr><td>Number of setup buffers added after CTS</td><td>0</td></tr>
<tr><td>Register clock-pin slew on the reported worst setup and hold paths</td><td>60 ps</td></tr>
<tr><td>Hold Buf Count CTS</td><td>0</td></tr>
<tr><td>H-tree level count</td><td>4</td></tr>
<tr><td>Clk root buf</td><td>clkbuf_8</td></tr>
<tr><td>Cell resize tally after clock tree synthesis</td><td>0</td></tr>
<tr><td>Number of buffers added by the clock tree synthesis step</td><td>17</td></tr>
<tr><th colspan="2">Final timing</th></tr>
<tr><td>Setup Viol. Count Final</td><td>0</td></tr>
<tr><td>Slack of the critical path</td><td>4810 ps</td></tr>
<tr><td>Worst clock skew</td><td>5.894 ps</td></tr>
<tr><td>Hold Worst Slack</td><td>324.7 ps</td></tr>
<tr><td>Relative slew margins</td><td>0.6430</td></tr>
<tr><td>Count of endpoints failing hold in the final timing report</td><td>0</td></tr>
<tr><td>Final TNS setup</td><td>0 ps</td></tr>
<tr><td>Upper clock frequency limit</td><td>313.5 MHz</td></tr>
<tr><td>Unrepaired setup endpoints after global routing</td><td>false</td></tr>
<tr><td>Post-route fraction of the period consumed by the critical path</td><td>0.3988</td></tr>
<tr><td>Slew at the pin closest to its max-slew limit</td><td>531.1 ps</td></tr>
<tr><td>Pins over their slew limit</td><td>0</td></tr>
<tr><td>Crit path time final</td><td>3190 ps</td></tr>
<tr><th colspan="2">Cells and area</th></tr>
<tr><td>Design Area, Final</td><td>6814 um2</td></tr>
<tr><td>Core Util, Final</td><td>0.6484</td></tr>
<tr><td>Layout cell share with drive strength beyond 1</td><td>0.06477</td></tr>
<tr><td>Logic area</td><td>2846 um2</td></tr>
<tr><td>Number of non-filler instances in the completed layout</td><td>769</td></tr>
<tr><td>Filler cell count in the final layout</td><td>836</td></tr>
<tr><td>Area occupied by registers</td><td>2502 um2</td></tr>
<tr><td>P&amp;R area growth vs syn</td><td>23.74%</td></tr>
<tr><th colspan="2">Placement</th></tr>
<tr><td>Gpl congestion</td><td>0.8343</td></tr>
<tr><td>Pre-CTS worst setup slack</td><td>4290 ps</td></tr>
<tr><td>Placed instance count</td><td>737</td></tr>
<tr><td>Detail Placement HPWL</td><td>7428 um</td></tr>
<tr><td>Port-buffer cells</td><td>56</td></tr>
<tr><td>Total cell area at the placement stage</td><td>6203 um2</td></tr>
<tr><th colspan="2">Drt</th></tr>
<tr><td>DRC errors left</td><td>0</td></tr>
<tr><td>Count of routing violations after the opening detailed-route iteration</td><td>166</td></tr>
<tr><td>Average via count per standard cell</td><td>5.066</td></tr>
<tr><td>DR WL/cell</td><td>12.52 um</td></tr>
<tr><td>Number of nets with antenna violations after routing</td><td>0</td></tr>
<tr><td>Routed via count</td><td>3,896</td></tr>
<tr><td>Diodes inserted</td><td>0</td></tr>
<tr><td>Total Routed Length</td><td>9625 um</td></tr>
<tr><td>Iteration count of the initial detailed-routing pass</td><td>5</td></tr>
<tr><th colspan="2">Outcome</th></tr>
<tr><td>Run status</td><td>finished, final reports clean</td></tr>
<tr><th colspan="2">Hold path</th></tr>
<tr><td>Classification of the worst-slack hold path</td><td>flop to flop</td></tr>
</table>
## sequential cells by signal, indices dropped and copies added (netlist names)
name	flops
result	16
stage1_1	15
stage1_2	15
stage1_3	16
stage1_4	15
stage2_1	16
stage2_2	16
stage3	16
## where the power goes
part / internal, mW / leakage [nW] / switching [mW]
logic: 0.307 / 1.57 / 0.284
registers: 0.777 / 1.04 / 0.0408
clock network: 0.505 / 0.302 / 0.264
## Yosys cell counts, drive strengths merged, types with 8 or more instances
library cell    n  area share
a31oi           9       0.010
dfxtp         125        0.45
nand4           8      0.0091
o21ai          22       0.020
xnor2          33       0.052
or4             8       0.011
a21oi          33       0.031
inv            33       0.022
nand3          10      0.0091
nor2           34       0.023
nand2          40       0.027
nor3            9      0.0082
o21a           11       0.015
clkbuf          9      0.0061
a21o           28       0.038
ha             57        0.13
xor2           28       0.045
## cell families after synthesis
kind of cell    synth area share
flops                     0.4544
compound gates            0.1543
buf+inv                  0.02863
simple gates              0.1252
fa+ha+maj                 0.1404
xor+xnor                 0.09702
## final cells by class
type / instances / share of cell area
timing repair buffer: 56 / 0.08226
clock buffer: 17 / 0.06078
tap: 136 / 0.02497
sequential: 125 / 0.3672
inverter: 33 / 0.01818
clock inverter: 15 / 0.02883
multi-input combinational: 387 / 0.4177
## per-layer routing
layer,routed length (um),share of wire,vias to the layer above,global-route usage
met5,0,0,-,0
met3,402,0.042,6,0.03968
met1,5058,0.53,1735,0.3006
met2,4088,0.42,73,0.2899
met4,76,0.0079,0,0.01761
li1,-,-,2082,-
## critical path: stages
cell	delay, ps
clkdlybuf4s50_1	450
inv_1	40
ha_1	310
nor3b_1	260
o21a_1	170
o21a_1	170
o2111ai_1	190
and3_1	250
a21o_1	150
## final timing paths
kind                            slack [ps]            to         from  cells after the start
worst min-delay path                   320     result[9]    stage3[9]                      0
worst max register to register        5670  stage2_1[15]  stage1_1[3]                      7
worst min register to register         320     result[9]    stage3[9]                      0
worst max-delay path                  4810   stage1_3[9]       Wn6[2]                      9
## placed cells by master, fill, tap and decap left out, types with 7 or more instances in the layout
cell type and count:
nand3_1 10, nor3_1 9, xor2_1 28, clkbuf_16 16, nor2_1 34, ha_1 57
o21ai_0 20, clkdlybuf4s50_1 56, inv_1 33, or4_1 8, nand4_1 8, nor2b_1 7
o21a_1 11, dfxtp_1 125, a21oi_1 31, a31oi_1 9, xnor2_1 33, nand2_1 40
a21o_1 28
Power is estimated from default activity; no workload was simulated.
